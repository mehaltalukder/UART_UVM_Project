`design/flow/design.v`:
```
module UART (input logic clk,
             input logic i_TX_Data_Valid,
             input logic [7:0] i_TX_Byte,
             output logic o_RX_Data_Valid,
             output logic [7:0] o_RX_Byte,
             output logic o_TX_Done);
  wire w_TX_Active, w_UART_Line;
  wire w_TX_Serial, w_RX_DV;
  wire [7:0] w_RX_Byte;
  parameter c_CLOCK_PERIOD_NS = 40;
  parameter c_CLOCKS_PER_BIT  = 217;
  parameter c_BIT_PERIOD      = 8600;
  UART_RX #(.CLOCKS_PER_BIT(c_CLOCKS_PER_BIT)) UART_Receiver
    (.clk(clk),
     .i_RX_Serial(w_UART_Line),
     .o_RX_Data_Valid(o_RX_Data_Valid),
     .o_RX_Byte(o_RX_Byte)
     );
  UART_TX #(.CLOCKS_PER_BIT(c_CLOCKS_PER_BIT)) UART_Transmitter
    (.clk(clk),
     .i_TX_Data_Valid(i_TX_Data_Valid),
     .i_TX_Byte(i_TX_Byte),
     .o_TX_Active(w_TX_Active),
     .o_TX_Serial(w_TX_Serial),
     .o_TX_Done(o_TX_Done)
     );
  assign w_UART_Line = w_TX_Active ? w_TX_Serial : 1'b1;
endmodule: UART 
module UART_RX
  #(parameter CLOCKS_PER_BIT = 217)
  (
   input  logic  clk,
   input  logic  i_RX_Serial,
   output logic  o_RX_Data_Valid,
   output logic  [7:0] o_RX_Byte
   );
  enum bit [2:0] { IDLE = 3'b000,
                   RX_START_BIT = 3'b001,
		               RX_DATA_BITS = 3'b010,
	                 RX_STOP_BIT = 3'b011,
		               CLEANUP = 3'b100 } state;
  logic [7:0] reg_Clock_Count = 0;
  logic [2:0] reg_Bit_Index   = 0; 
  logic [7:0] reg_RX_Byte     = 0;
  logic       reg_RX_DV       = 0;
  always @(posedge clk)
  begin
    case (state)
      IDLE :
        begin
          reg_RX_DV       <= 1'b0;
          reg_Clock_Count <= 0;
          reg_Bit_Index   <= 0;
          if (i_RX_Serial == 1'b0)          
            state <= RX_START_BIT;
          else
            state <= IDLE;
        end
      RX_START_BIT :
        begin
          if (reg_Clock_Count == (CLOCKS_PER_BIT-1)/2)
          begin
            if (i_RX_Serial == 1'b0)
            begin
              reg_Clock_Count <= 0;   
              state     <= RX_DATA_BITS;
            end
            else
              state <= IDLE;
          end
          else
          begin
            reg_Clock_Count <= reg_Clock_Count + 1;
            state     <= RX_START_BIT;
          end
        end  
      RX_DATA_BITS :
        begin
          if (reg_Clock_Count < CLOCKS_PER_BIT-1)
          begin
            reg_Clock_Count <= reg_Clock_Count + 1;
            state     <= RX_DATA_BITS;
          end
          else
          begin
            reg_Clock_Count          <= 0;
            reg_RX_Byte[reg_Bit_Index] <= i_RX_Serial;
            if (reg_Bit_Index < 7)
            begin
              reg_Bit_Index <= reg_Bit_Index + 1;
              state   <= RX_DATA_BITS;
            end
            else
            begin
              reg_Bit_Index <= 0;
              state   <= RX_STOP_BIT;
            end
          end
        end  
      RX_STOP_BIT :
        begin
          if (reg_Clock_Count < CLOCKS_PER_BIT-1)
          begin
            reg_Clock_Count <= reg_Clock_Count + 1;
     	    state     <= RX_STOP_BIT;
          end
          else
          begin
       	    reg_RX_DV       <= 1'b1;
            reg_Clock_Count <= 0;
            state     <= CLEANUP;
          end
        end  
      CLEANUP :
        begin
          state <= IDLE;
          reg_RX_DV   <= 1'b0;
        end
      default :
        state <= IDLE;
    endcase
  end    
  assign o_RX_Data_Valid   = reg_RX_DV;
  assign o_RX_Byte = reg_RX_Byte;
endmodule  
module UART_TX 
  #(parameter CLOCKS_PER_BIT = 217)
  (
   input logic      clk,
   input logic      i_TX_Data_Valid,
   input logic [7:0] i_TX_Byte, 
   output logic     o_TX_Active,
   output logic  o_TX_Serial,
   output logic     o_TX_Done
   );
  enum bit [2:0] { IDLE = 3'b000,
                   TX_START_BIT = 3'b001,
		           TX_DATA_BITS = 3'b010,
	               TX_STOP_BIT = 3'b011,
		           CLEANUP = 3'b100 } state;
  logic [7:0] reg_Clock_Count = 0;
  logic [2:0] reg_Bit_Index   = 0;
  logic [7:0] reg_TX_Data     = 0;
  logic       reg_TX_Done     = 0;
  logic       reg_TX_Active   = 0;
  always @(posedge clk)
  begin
    case (state)
          IDLE :
        begin
          o_TX_Serial   <= 1'b1;         
          reg_TX_Done     <= 1'b0;
          reg_Clock_Count <= 0;
          reg_Bit_Index   <= 0;
          if (i_TX_Data_Valid == 1'b1)
          begin
            reg_TX_Active <= 1'b1;
            reg_TX_Data   <= i_TX_Byte;
            state   <=     TX_START_BIT;
          end
          else
            state <= IDLE;
        end  
      TX_START_BIT :
        begin
          o_TX_Serial <= 1'b0;
          if (reg_Clock_Count < CLOCKS_PER_BIT-1)
          begin
            reg_Clock_Count <= reg_Clock_Count + 1;
            state         <= TX_START_BIT;
          end
          else
          begin
            reg_Clock_Count <= 0;
            state         <= TX_DATA_BITS;
          end
        end  
      TX_DATA_BITS :
        begin
          o_TX_Serial <= reg_TX_Data[reg_Bit_Index];
          if (reg_Clock_Count < CLOCKS_PER_BIT-1)
          begin
            reg_Clock_Count <= reg_Clock_Count + 1;
            state         <= TX_DATA_BITS;
          end
          else
          begin
            reg_Clock_Count <= 0;
            if (reg_Bit_Index < 7)
            begin
              reg_Bit_Index <= reg_Bit_Index + 1;
              state   <=     TX_DATA_BITS;
            end
            else
            begin
              reg_Bit_Index <= 0;
              state   <=     TX_STOP_BIT;
            end
          end 
        end  
      TX_STOP_BIT :
        begin
          o_TX_Serial <= 1'b1;
          if (reg_Clock_Count < CLOCKS_PER_BIT-1)
          begin
            reg_Clock_Count <= reg_Clock_Count + 1;
            state         <= TX_STOP_BIT;
          end
          else
          begin
            reg_TX_Done     <= 1'b1;
            reg_Clock_Count <= 0;
            state         <= CLEANUP;
            reg_TX_Active   <= 1'b0;
          end 
        end  
      CLEANUP :
        begin
          reg_TX_Done <= 1'b1;
          state <= IDLE;
        end
      default :
      begin
        state <= IDLE;
      end
    endcase
  end
  assign o_TX_Active = reg_TX_Active;
  assign o_TX_Done   = reg_TX_Done;
endmodule
```
`design/flow/run.sh`:
```
#!/bin/bash
# OpenROAD 26Q1-2900-gdf79404cd8, Yosys 0.63+post, stock flow scripts
make -C /OpenROAD-flow-scripts/flow DESIGN_CONFIG=/design/flow/config.mk WORK_HOME=/design/flow/orfs finish
```
`design/flow/config.mk`:
```
export PLATFORM = sky130hd
export DESIGN_NAME = UART
export DESIGN_NICKNAME = UART
export VERILOG_FILES = /design/flow/design.v
export SDC_FILE = /design/flow/constraint.sdc
export NUM_CORES = 4
export LEC_CHECK = 1
export CORE_UTILIZATION = 30
```
`design/flow/constraint.sdc`:
```
current_design UART

set clk_period 2.5
set clk_io_pct 0.2

create_clock -name clk0 -period $clk_period [get_ports {clk}]

set non_clock_inputs [all_inputs -no_clocks]
set_input_delay [expr $clk_period * $clk_io_pct] -clock clk0 $non_clock_inputs
set_output_delay [expr $clk_period * $clk_io_pct] -clock clk0 [all_outputs]
```
==> impl_report.txt <==
RUN METRICS
----------------------------------------------------
[Detailed routing]
  Total via count in the routed design ........................ 1537
  Top layer used by detailed routing ........................ met4
  Routed WL per cell ........................ 10.9 um
  Met3 wire len ........................ 140 um
  Initial DRC count ........................ 61
  N_diodes ........................ 0
  Routed met2 length ........................ 1690 um
  Ratio of routed vias to standard cells ........................ 4.67
  Wire length on met1 ........................ 1690 um
  Wire length after detailed routing ........................ 3570 um
  Post-detailed-route count of antenna-violating nets ........................ 0
  First-pass iteration count of the detailed router ........................ 4
  DRC ........................ 0

[Timing]
  Relative max-transition margin ........................ 66.3%
  Tmin final ........................ 2.04 ns
  RSZ-0062 raised after global routing ........................ false
  Number of failing setup endpoints in the final timing report ........................ 0
  Fmax ........................ 0.491 GHz
  Fraction of the cycle the final worst path needs ........................ 81.5%
  Fin. Hold Viols ........................ 0
  Slew @ Worst Pin ........................ 0.504 ns
  Aggregate negative setup slack ........................ 0 ns
  Skew final ........................ 0.00706 ns
  Final critical-path setup slack ........................ 0.462 ns
  Final Max-Slew Violation Tally ........................ 0

[Synthesis]
  Count of library flops with an enable pin ........................ 42
  Cell area leaders ........................ sky130_fd_sc_hd__edfxtp_1, sky130_fd_sc_hd__dfxtp_1, sky130_fd_sc_hd__ha_1
  Top cell type by instance count after synthesis ........................ sky130_fd_sc_hd__edfxtp_1
  Library cell occupying the most area in the post-synthesis netlist ........................ sky130_fd_sc_hd__edfxtp_1
  Sequential element share of the synthesized area ........................ 58.4%
  Netlist cell types ........................ 35
  Syn Area/Cell ........................ 11.6 um^2
  Post-Syn Instances ........................ 203
  Proportion of netlist area held by the largest area contributor ........................ 53.3%
  Synth flops ........................ 48
  Most used standard cells in the synthesized netlist ........................ sky130_fd_sc_hd__edfxtp_1, sky130_fd_sc_hd__nor2_1, sky130_fd_sc_hd__nand2_1
  Area figure in the yosys stat output ........................ 2360 um^2
  Cell area after synthesis ........................ 2360 um^2
  Primary FF master, synth ........................ sky130_fd_sc_hd__edfxtp_1
  Synth async-reset ratio ........................ 0%
  Post-synthesis cell count from yosys ........................ 203
  Yosys warning tally ........................ 2

[Hold path]
  Worst min path class ........................ reg -> reg
  Worst hold path stage count ........................ 1

[Die]
  Area of the chip ........................ 8240 um^2
  I/O pins ........................ 20
  Core Footprint ........................ 7690 um^2
  Placement row count ........................ 32
  Pre-Place Util ........................ 30.8%
  Die Y ........................ 90.8 um
  Width of the die ........................ 90.8 um

[Cells and area]
  Cell area after layout ........................ 2760 um^2
  Share of final-layout standard cells stronger than drive strength 1 ........................ 7.49%
  Layout overhead on the synthesized area ........................ 16.7%
  Area taken by multi-input logic gates ........................ 912 um^2
  Non-filler instance count after layout ........................ 329
  Storage cell area ........................ 1380 um^2
  Fill cell total of the finished layout ........................ 768

[Place]
  Worst Setup Slack post-DPL ........................ 0.484 ns
  DPL Wire Length ........................ 2590 um
  Area after DPL ........................ 2680 um^2
  Final weighted congestion of routability-driven global placement ........................ 0.800
  IO Port Bufs ........................ 19
  Post-placement cell count ........................ 321

[Global route]
  GRT Residual Overflow ........................ 0
  Global router's overall resource usage ........................ 9.48%
  First-pass GRT wire length ........................ 6210 um
  Number of antenna violations at the first check in global routing ........................ 0
  Number of global-route vias before repair ........................ 1439
  Pin count of the biggest net entering global routing ........................ 15

[Worst setup path]
  Data required time at the worst endpoint ........................ 2.55 ns
  Critical Setup Path Class ........................ reg -> reg
  Worst Reg-to-Reg Cells ........................ 5
  Data arrival time of the worst path ........................ 2.09 ns
  Kind of start point of the critical path ........................ flop
  Top fanout value on the critical path ........................ 11
  Reg-to-reg setup timing slack ........................ 0.46 ns
  Capturing element type of the critical path ........................ flop

[Clock network]
  Resized Gates After CTS ........................ 0
  Clk latency late pin ........................ 0.30 ns
  Htree depth ........................ 2
  Sinks on Clock Net ........................ 48
  CTS buffer count ........................ 5
  Setup fix buffers added after clock tree synthesis ........................ 0
  Root Buffer ........................ sky130_fd_sc_hd__clkbuf_8
  Maximum clock insertion buffer count ........................ 2
  Post-CTS clock slew at the launch and capture registers of the worst setup and hold paths ........................ 0.08 ns
  Number of hold buffers added after CTS ........................ 0
  TritonCTS clock tree ........................ yes

[Flow run]
  Max-Cap Viols ........................ 0
  Log Warnings ........................ 29

[Pwr]
  Pwr Total ........................ 0.00185 W
  Static leakage ........................ 1.01 nW
  Worst IR drop on VDD ........................ 0.350 mV
  Power density normalized to cell area ........................ 670 nW/um^2

[Run status]
  Outcome ........................ finished clean

----------------------------------------------------
==> per-stage QoR <==
stage,hold WS [ns],utilization [%]
final,0.520,35.9
after global routing,0.558,35.9
after global placement,0.493,34.8
after floorplan,0.451,-
after CTS,0.521,35.9
after detailed placement,0.489,34.8
==> state kept, by name, summed over array words and instances (netlist names) <==
name	flops
UART_Transmitter.reg_Clock_Count	8
UART_Receiver.reg_RX_Byte	8
UART_Transmitter.reg_Bit_Index	3
UART_Transmitter.state	3
UART_Receiver.reg_Clock_Count	8
UART_Transmitter.reg_TX_Done	1
UART_Receiver.reg_Bit_Index	3
UART_Receiver.reg_RX_DV	1
UART_Transmitter.reg_TX_Active	1
UART_Transmitter.o_TX_Serial	1
UART_Receiver.state	3
UART_Transmitter.reg_TX_Data	8
==> layout by cell type (no fill, tap or decap), types with 5 or more instances in the layout <==
cell                              Yosys  final
sky130_fd_sc_hd__nor3_1              12     12
sky130_fd_sc_hd__ha_1                 8      8
sky130_fd_sc_hd__edfxtp_1            42     42
sky130_fd_sc_hd__dfxtp_1              6      6
sky130_fd_sc_hd__clkbuf_8             0      5
sky130_fd_sc_hd__inv_1               13     13
sky130_fd_sc_hd__xor2_1               7      7
sky130_fd_sc_hd__o21ai_0              6      6
sky130_fd_sc_hd__clkdlybuf4s50_1      0     19
sky130_fd_sc_hd__nand3_1             11     11
sky130_fd_sc_hd__nand2_1             19     19
sky130_fd_sc_hd__xnor2_1              8      8
sky130_fd_sc_hd__nor2_1              23     23
==> path summary, 6_finish.rpt <==
check	startpoint	end
worst max-delay path	UART_Receiver.reg_Bit_Index[0]	UART_Receiver.reg_RX_Byte[4]
worst min-delay path	UART_Transmitter.state[2]	UART_Transmitter.state[1]
worst max register to register	UART_Receiver.reg_Bit_Index[0]	UART_Receiver.reg_RX_Byte[4]
worst min register to register	UART_Transmitter.state[2]	UART_Transmitter.state[1]
==> cell families (layout without fill, tap and decap cells) <==
logic type,count (synthesis),count (layout),share of synthesized area (%)
xor+xnor,15,15,5.56
buf+inv,18,42,3.02
simple gates,87,87,17.7
mux,8,8,5.18
flops,48,48,58.4
compound gates,19,19,5.93
fa+ha+maj,8,8,4.23
==> layout make-up <==
class	count	share of cell area (%)
clock inverter	2	0.408
clock buffer	6	2.63
timing repair buffer	21	7.44
sequential	48	50.1
tap	102	4.63
multi-input combinational	137	33.1
inverter	13	1.77
==> worst max-delay path, cell delays in order, from the launching register on <==
cell                       delay, ns
sky130_fd_sc_hd__edfxtp_1       0.55
sky130_fd_sc_hd__inv_1          0.11
sky130_fd_sc_hd__ha_1           0.26
sky130_fd_sc_hd__xor2_1         0.21
sky130_fd_sc_hd__nor4_1         0.30
sky130_fd_sc_hd__mux2_2         0.37
==> per-layer routing <==
metal,track usage (%),vias to the layer above
li1,-,780
met1,14.3,726
met2,15.2,26
met3,2.06,5
met4,1.19,0
met5,0,-
==> where the power goes <==
group	internal (W)	total, W	leakage [nW]	switching, W
registers	0.00102	0.00111	0.441	0.0000938
clock network	0.000194	0.000440	0.0388	0.000246
logic	0.000143	0.000298	0.531	0.000155
Power is estimated from default activity; no workload was simulated.
